<file path="design/flow/design.v">
module adder4(a, b, cin, sum, cout);
  input [3:0] a, b;    
  input cin;           
  output [3:0] sum;    
  output cout;         
  wire [3:0] c;        
  full_adder fa0(a[0], b[0], cin, sum[0], c[0]);   
  full_adder fa1(a[1], b[1], c[0], sum[1], c[1]);  
  full_adder fa2(a[2], b[2], c[1], sum[2], c[2]);  
  full_adder fa3(a[3], b[3], c[2], sum[3], cout);  
endmodule
module full_adder(a, b, cin, sum, cout);
  input a, b, cin;  
  output sum, cout;  
  assign sum = a ^ b ^ cin;  
  assign cout = (a & b) | (a & cin) | (b & cin);  
endmodule
</file>
<file path="design/flow/config.mk">
export PLATFORM = sky130hd
export DESIGN_NAME = adder4
export DESIGN_NICKNAME = adder4
export VERILOG_FILES = /design/flow/design.v
export SDC_FILE = /design/flow/constraint.sdc
export NUM_CORES = 4
export LEC_CHECK = 1
export CORE_AREA = 10 10 70 70
export DIE_AREA = 0 0 80 80
</file>
<file path="design/flow/constraint.sdc">
current_design adder4

set clk_period 2.2
set clk_io_pct 0.2

create_clock -name clk0 -period $clk_period

set non_clock_inputs [all_inputs -no_clocks]
set_input_delay [expr $clk_period * $clk_io_pct] -clock clk0 $non_clock_inputs
set_output_delay [expr $clk_period * $clk_io_pct] -clock clk0 [all_outputs]
</file>
<file path="design/flow/run.sh">
#!/bin/bash
# OpenROAD 26Q1-2900-gdf79404cd8, Yosys 0.63+post, stock flow scripts
make -C /OpenROAD-flow-scripts/flow DESIGN_CONFIG=/design/flow/config.mk WORK_HOME=/design/flow/orfs finish
</file>
==> ci_impl_report.md <==
## Synthesis and layout report

| Metric | Value |
|---|---|
| Run status | complete, but fails checks |
| Failing checks | setup timing |
| Area delta synth->final | 111.9% |
| DR DRC count | 0 |
| Input/output buffers | 14 |
| Simple-gate portion of the synthesized area | 0 |
| Pin slew with the least headroom to its limit | between 0.1 and 0.15 ns |
| Starting DRT DRC Count | 0 |
| PwrDens | between 150 and 200 mW/mm^2 |
| Critical path type | in2out |
| Router iterations before antenna repair | 1 |
| Top logic cells by instance count in the layout | 5 x inv_1, 5 x clkdlybuf4s50_1 |
| Setup violators final | 2 |
| Setup bufs post-CTS | 0 |
| Number of nets still failing antenna checks after routing | 0 |
| Largest net degree at the start of global routing | 2 |
| Startpoint kind of the worst setup timing path | input pin |
| Vias in the first global route | 135 |
| Multiplexer share of the synthesized area | 0 |
| Maximum vdd drop | just over 20 uV |
| Share of cells above drive strength 1 | 0.5000 |
| Global placer's final weighted congestion | approximately 0.66 |
| HPWL after DPL | a little over 500 um |
| Netlist area before placement | around 150 um^2 |
| Critical path's largest stage delay | 0.40 ns |
| All-Layer GR Usage | 0.01439 |
| Xor+xnor area frac | 0 |
| Cell breakdown of the critical path | buf_6 -> inv_4 -> fa_2 -> inv_2 -> fa_2 -> fa_2 -> inv_2 -> fa_1 -> inv_1 -> buf_2 |
| Core Box Area | around 0.0034 mm^2 |
| Slack of the critical path | -0.3274 ns |
| Detail-routed via count per cell | about 1.7 |
| Cell count after synthesis | 18 |
| Path type of the worst min-delay path | in2out |
| AND-OR/OR-AND share of the synthesized area | 0 |
| Cell type with the highest occurrence count on the critical path | fa_2 |
| Chip area from the yosys synthesis statistics | 147.6 um^2 |
| Floorplan utilization | 0.04322 |
| Met2 Track Usage GR | 0.02408 |
| Cell Rows | 21 |
| Final core utilization | 0.09158 |
| Met1 usage in global routing | 0.01404 |
| Cell total in the yosys stat output | 18 |
| Timing-limited maximum frequency | slightly below 0.4 GHz |
| Antenna violations before repair | 0 |
| Number of inserted diodes | 0 |
| Maximum fanout along the worst path | 1 |
| Largest logic family | adder cells |
| Worst Path Arrival | between 2 and 2.5 ns |
| Clock buffer count in the final layout | 0 |
| Worst Path Required | 1.76 ns |
| Post-route fraction of the period consumed by the critical path | 1.149 |
| Per-cell routed wire length | about 7 um |
| Met3 global-route usage | 0.01250 |
| First-pass GRT wire length | around 700 um |
| Hold bufs inserted after CTS | 0 |
| Number of cells on the worst hold path | 3 |
| Register share after synthesis | 0 |
| Static Leak | 0.1405 nW |
| Relative slew margins | 0.9265 |
| Flop Count | 0 |
| Max-slew violation count | 0 |
| Per-instance average area after synthesis | around 8.2 um^2 |
| Total die size | roughly 0.0064 mm^2 |
| Horizontal die dimension | 80 um |
| Filler cell count | 404 |
| Routed vias | 123 |
| Slowest CP cell | fa_1 |
| Unrepaired setup endpoints after global routing | true |
| Post-Route WL | around 510 um |
| Overall power consumption | ~0.00006 W |
| Die span in y | around 80 um |
| Number of warnings in the stage logs | 35 |
| Grt total ovfl | 0 |
| Yosys synthesis warning count | 0 |
| Total I/O pin count | 14 |
| # Max-Cap Violations | 0 |
| Post-synthesis share of cell area spent on full adders, half adders and majority gates | 0.5424 |
| Distinct lib cells used | 3 |
| Total area of sequential cells | 0 um^2 |
| Most utilized layer in the global route result | met2 |
| Hold Violations, Final | 0 |
| Crit path capture type | output port |
| Minimum period implied by the final worst setup slack | around 2.5 ns |
==> final cells by class <==
type	count	area, um^2	area share
well taps	46	57.56	0.1840
inverters	10	42.54	0.1360
repair buffers	14	125.1	0.4000
multi-input cells	4	87.58	0.2800
==> cells by family after synthesis <==
group | count (synthesis)
buffers and inverters | 14
adders and majority gates | 4
==> cells in the mapped netlist <==
cell	count	area (um^2)
inv_1	10	37.54
fa_1	4	80.08
buf_4	4	30.03
==> stage by stage <==
stage	std cells	worst slack, ns	instance area, um^2	hold WS [ns]	TNS [ns]
final	74	-0.3274	312.8	1.513	-0.4570
after global routing	74	-0.3914	312.8	1.562	-0.6301
after CTS	74	-0.4019	316.6	1.511	-0.7803
after detailed placement	74	-1.061	320.3	1.959	-3.580
after global placement	74	-1.046	320.3	1.957	-3.511
after floorplan	18	-0.1821	152.6	1.107	-0.1821
==> what timing repair did <==
item / CTS / global route
cloned: 0 / 0
setup endpoints to repair: 5 / 3
resized: 31 / 2
pin swaps: 4 / 3
==> where the power goes <==
part / internal, W / switching, W / leakage, nW
logic: 0.0000375 / 0.0000212 / 0.141
clock network: 0 / 0 / 0
registers: 0 / 0 / 0
==> routing by layer <==
layer,routed length (um),share of wire,up-vias
met5,0,0,-
met4,0,0,0
met3,101,0.20,0
met2,234,0.46,7
met1,170,0.34,56
li1,-,-,60
==> final timing paths <==
kind | start | to
worst max-delay path | cin | sum[3]
worst min-delay path | b[1] | sum[1]
==> critical path: cells and delay by family <==
family / cells / cell delay (ns)
adder cells (fa/ha/maj): 4 / 1.26
buffers and inverters: 6 / 0.39
Power figures rest on the tool's default switching activity, not on a simulated workload.
